`./design.v`:
```
package ariane_soc;
    localparam IdWidth = 4;
    localparam IdWidthSlave = IdWidth;
endpackage
module esplink #(
    parameter APB_DW = 32,
    parameter APB_AW = 32,
    parameter REV_ENDIAN = 0
) (
    input logic   clk,
    input logic   rstn,
    output logic   srst,
    input logic   psel,
    input logic   penable,
    input logic   pwrite,
    input logic [APB_AW - 1:0]  paddr,
    input logic [APB_DW - 1:0]  pwdata,
    output logic   pready,
    output logic   pslverr,
    output logic [APB_DW - 1:0] prdata
);
    localparam C_REG_ID = 0;
    localparam C_SRST_BIT = 0;
    localparam C_REG_MASK = 32'h1;
    localparam S_REG_ID = 1;
    localparam S_SRST_BIT = 0;   
    localparam NREG = S_REG_ID + 1;
    localparam APB_BYTE_OFFSET_BITS = $clog2(APB_DW / 8);
    localparam OFFSET_MAX = (NREG - 1) << APB_BYTE_OFFSET_BITS;
    localparam APB_ADDR_MSB = $clog2(NREG) + APB_BYTE_OFFSET_BITS - 1;
    localparam APB_ADDR_LSB = APB_BYTE_OFFSET_BITS;
    logic [             APB_DW - 1 : 0] bankreg      [NREG - 1 : 0];
    logic [APB_ADDR_MSB : APB_ADDR_LSB] selected;
    logic                               do_access;
    logic                               access_error;
    logic                               do_write;
    logic [               APB_DW - 1:0] pwdata_rev;
    logic [               APB_DW - 1:0] prdata_rev;
    logic                               timer_en;
    logic [                       11:0] timestamp;
    genvar i;
    assign selected     = paddr[APB_ADDR_MSB : APB_ADDR_LSB];
    assign do_access    = psel & penable;
    assign access_error = 0;
    assign do_write     = do_access & ~access_error & pwrite;
    assign do_cmd       = do_write == 1'b1 && selected == C_REG_ID ? 1'b1 : 1'b0;
    generate
        for (i = 0; i < APB_DW / 8; i++) begin : fix_endian
            assign pwdata_rev[(i + 1) * 8 - 1 : i * 8] = REV_ENDIAN == 0 ? pwdata[(i + 1) * 8 - 1 : i * 8] : pwdata[APB_DW - i * 8 - 1 : APB_DW - (i + 1) * 8];
            assign prdata[(i + 1) * 8 - 1 : i * 8] = REV_ENDIAN == 0 ? prdata_rev[(i + 1) * 8 - 1 : i * 8] : prdata_rev[APB_DW - i * 8 - 1 : APB_DW - (i + 1) * 8];
        end
    endgenerate
    assign pslverr           = access_error;
    assign prdata_rev        = bankreg[selected];
    assign pready            = 1'b1;
    assign bankreg[C_REG_ID] = do_cmd == 1'b1 ? pwdata_rev & C_REG_MASK : '0;
    always_ff @(posedge clk) begin : update_s_reg
        if (rstn == 1'b0) begin
            bankreg[S_REG_ID] <= '0;
        end else begin
            bankreg[S_REG_ID][S_SRST_BIT] <= timer_en;
        end
    end
    assign srst = timer_en;
    always_ff @(posedge clk) begin
        if (rstn == 1'b0) begin
            timer_en  <= 1'b0;
            timestamp <= '0;
        end else begin
            if (bankreg[C_REG_ID][C_SRST_BIT] == 1'b1) timer_en <= 1'b1;
            if (timer_en == 1'b1) begin
                timestamp <= timestamp + 1;
                if (timestamp == 12'hFFF) timer_en <= 1'b0;
            end
        end
    end
endmodule
```
`./run.sh`:
```
#!/bin/bash
# OpenROAD 26Q1-2900-gdf79404cd8, Yosys 0.63+post, stock flow scripts
make -C /OpenROAD-flow-scripts/flow DESIGN_CONFIG=/design/flow/config.mk WORK_HOME=/design/flow/orfs finish
```
`./config.mk`:
```
export PLATFORM = sky130hd
export DESIGN_NAME = esplink
export DESIGN_NICKNAME = esplink
export VERILOG_FILES = /design/flow/design.v
export SDC_FILE = /design/flow/constraint.sdc
export NUM_CORES = 4
export LEC_CHECK = 1
export CORE_AREA = 10 10 81 81
export DIE_AREA = 0 0 91 91
```
`./constraint.sdc`:
```
current_design esplink

set clk_period 1.8
set clk_io_pct 0.2

create_clock -name clk0 -period $clk_period [get_ports {clk}]

set non_clock_inputs [all_inputs -no_clocks]
set_input_delay [expr $clk_period * $clk_io_pct] -clock clk0 $non_clock_inputs
set_output_delay [expr $clk_period * $clk_io_pct] -clock clk0 [all_outputs]
```
==> out/metrics.json <==
{
  "drt": {
    "ant_nets": 0,
    "route.final.wire_length_um": 1690,
    "routedWlPerCell_um": 9.30,
    "dr.first_iter.drc_count": 42,
    "vias": 610,
    "viasPerCell": 3.35,
    "drc": 0,
    "detail_route.antenna_diodes": 0,
    "detailedRoute.firstPassIterationCount": 4
  },
  "timing": {
    "timing.final.crit_share_pct": 90.6,
    "worst_clock_skew_ps": 1.59,
    "maxSlewViolCount": 0,
    "fin_tns_setup_ps": 0,
    "max_clock_freq_ghz": 0.613,
    "hold-worst-slack_ps": 471,
    "period_needed_ps": 1630,
    "setup_viol": 0,
    "grt_setup_unrepaired": "no",
    "final.setup.worst_slack_ps": 168,
    "hold_violations": 0
  },
  "yosys": {
    "yosysWarnings": 3,
    "synth_flops": 14,
    "synthTopCellsByArea": "sky130_fd_sc_hd__dfxtp_1 (31%), sky130_fd_sc_hd__buf_4 (28%), sky130_fd_sc_hd__mux2i_1 (3.4%)",
    "average_cell_area_after_synthesis_um2": 8.37,
    "netlist_area_um2": 896,
    "ys_seq_share_pct": 31.3,
    "top_cell_area_share_pct": 31.3,
    "synth_top_cell_by_area": "sky130_fd_sc_hd__dfxtp_1",
    "synth.yosys.num_cells": 107,
    "synth-area-yosys_um2": 896,
    "post_synth_inst_count": 107,
    "yosys.cell_types.count": 24
  },
  "cts": {
    "numCtsBuffers": 3,
    "clkSinkCount": 14,
    "clk_pin_slew_ps": 60,
    "insertion_delay_ps": 240,
    "htree_levels": 1,
    "tritoncts": "yes",
    "clockBufferDepth": 2,
    "cts_root_buffer": "sky130_fd_sc_hd__clkbuf_8",
    "post-cts-setup-buffer-count": 0
  },
  "setup_path": {
    "worstPathBufferInverterCount": 2,
    "cp_cell_sequence": "clkdlybuf4s50_1, nand4_1, o21ai_1, dlygate4sd2_1",
    "worst_ep_required_time_ps": 1440,
    "critPathKind": "input port to primary output",
    "worst_r2r_endpoint": "timer_en$_SDFF_PN0_",
    "critical_path.startpoint": "penable",
    "critical_path.slowest_cell": "sky130_fd_sc_hd__clkdlybuf4s50_1",
    "setup.reg_to_reg.worst_slack_ps": 250,
    "critical_path_peak_fanout": 2,
    "worst_ep_arrival_time_ps": 1270,
    "critical-path-max-stage-delay_ps": 460,
    "critPathCaptureType": "primary output",
    "cpLargestDelayFamily": "buffers and inverters",
    "worst-r2r-cell-count": 4,
    "crit-reg2reg-launch": "timestamp[0]$_SDFFE_PN0P_",
    "crit_cells": 4,
    "setup.worst_path.start_class": "input port",
    "timing.critical_path.to": "prdata[0]"
  },
  "finish": {
    "syn2layout_area_growth_pct": 7.26,
    "fill_cells": 545,
    "area.combinational_um2": 458,
    "post_route_cells_drive_above_1_share_pct": 5.22,
    "flop_area_um2": 280
  },
  "floorplanning": {
    "floorplan.core_util_pct": 18.6,
    "die_area_mm2": 0.00828,
    "die_height_um": 91,
    "placeableCoreArea_mm2": 0.00482,
    "chipWidth_um": 91,
    "placementRows": 25,
    "ioPinCount": 104
  },
  "grt": {
    "number_of_global_route_vias_before_repair": 599,
    "grt_start_max_net_pins": 12,
    "grtUsageTotal_pct": 3.53,
    "antenna_violations_before_repair": 0,
    "grt_pass1_wl_um": 2660,
    "grt_overflow": 0
  },
  "place": {
    "routabilityCongestion": 0.744,
    "dp_slack_ps": -123,
    "dp.final_hpwl_um": 1320,
    "placement.io_buffers": 8
  },
  "hold_path": {
    "min_delay_path_depth": 2,
    "hold_path.class": "flop to flop"
  },
  "power": {
    "peakVddDrop_uv": 158,
    "leakagePower_nw": 0.375,
    "power_density_mw_per_mm2": 618
  },
  "run": {
    "drv_cap": 0,
    "log.warning_count": 87
  },
  "run_status": {
    "outcome": "complete, no violations"
  }
}
-- area by class of cell --
class | count | area share, %
clock buffer | 3 | 4.30
inverter | 3 | 1.17
multi-input combinational | 86 | 47.7
sequential | 14 | 29.2
tap | 67 | 8.72
timing repair buffer | 9 | 8.98
-- report_power, final --
part	internal, mW	switching [mW]	leakage, nW
registers	0.311	0.00140	0.113
logic	0.0161	0.0148	0.241
clock network	0.148	0.102	0.0216
total	0.475	0.119	0.375
-- how the worst min path moves through the flow --
stage                     startpoint                         end  slack (ps)
4_1_cts   timestamp[11]$_SDFFE_PN0P_  timestamp[11]$_SDFFE_PN0P_         470
5_1_grt   timestamp[11]$_SDFFE_PN0P_  timestamp[11]$_SDFFE_PN0P_         490
6_report  timestamp[11]$_SDFFE_PN0P_  timestamp[11]$_SDFFE_PN0P_         470
-- worst register-to-register path, delay by kind of cell, from the launching register on --
family | cells | cell delay [ps]
AND/OR/NAND/NOR | 3 | 850
flip-flops | 1 | 380
adder cells (fa/ha/maj) | 1 | 210
-- what timing repair did --
item / CTS / global route
endpoints found under the setup margin: 1 / 0
hold buffers: 0 / 0
endpoints found under the hold margin: 0 / 0
resized: 2 / 0
-- flip-flops by register name, summed over array words and instances, names as in the netlist --
signal and cells:
timestamp 12, bankreg 1, timer_en 1
-- metal layers --
layer  share of wire (%)  vias up  wire (um)  track usage, %
met3                 2.8        2         47           0.498
met5                   0        -          0               0
met4                 2.1        0         35            1.04
met1                  52      264        883            5.22
met2                  43       27        727            5.19
li1                    -      317          -               -
-- logic make-up after synthesis --
| logic type | after synthesis | synth area share (%) |
|---|---|---|
| other | 2 | 0.838 |
| muxes | 3 | 3.35 |
| xor gates and xnor gates | 4 | 3.91 |
| DFF | 14 | 31.3 |
| buffers and inverters | 38 | 30.6 |
| AOI/OAI and AO/OA | 12 | 7.54 |
| adders and majority gates | 1 | 1.40 |
| and+or+nand+nor | 33 | 21.1 |
-- layout by cell type (no fill, tap or decap), types with 2 or more instances in the layout --
cell | synthesis | final
sky130_fd_sc_hd__or4_1 | 4 | 4
sky130_fd_sc_hd__clkdlybuf4s50_1 | 0 | 7
sky130_fd_sc_hd__dfxtp_1 | 14 | 14
sky130_fd_sc_hd__nand2_1 | 8 | 8
sky130_fd_sc_hd__nand2b_1 | 2 | 2
sky130_fd_sc_hd__nor4_1 | 2 | 2
sky130_fd_sc_hd__nand3_1 | 3 | 3
sky130_fd_sc_hd__mux2i_1 | 3 | 3
sky130_fd_sc_hd__xor2_1 | 3 | 3
sky130_fd_sc_hd__inv_1 | 3 | 3
sky130_fd_sc_hd__conb_1 | 2 | 33
sky130_fd_sc_hd__nand4_1 | 4 | 4
sky130_fd_sc_hd__a21oi_1 | 5 | 5
sky130_fd_sc_hd__o31ai_1 | 3 | 3
sky130_fd_sc_hd__clkbuf_8 | 0 | 3
sky130_fd_sc_hd__nor2_1 | 6 | 6
sky130_fd_sc_hd__o21ai_0 | 4 | 3
-- cells in the mapped netlist (all sizes together) --
library cell / count
mux2i: 3
nand4: 5
or4: 4
nor4: 2
nand2: 8
nor2: 6
a21oi: 5
xnor2: 1
dfxtp: 14
o21ai: 4
nand3: 3
o31ai: 3
buf: 34
conb: 2
nand2b: 2
and3: 1
clkbuf: 1
xor2: 3
inv: 3
ha: 1
or3: 2
-- metrics by stage --
stage,power (mW),cells,utilization [%],area [um^2]
6_report,0.594,182,19.9,961
5_1_grt,0.622,182,19.9,961
4_1_cts,0.604,182,19.9,961
3_5_place_dp,0.353,179,19.1,921
3_3_place_gp,0.354,179,19.1,921
2_1_floorplan,0.380,138,-,1010
Power figures rest on the tool's default switching activity, not on a simulated workload.
