==> flow/design.v <==
package ariane_soc;
    localparam IdWidth = 4;
    localparam IdWidthSlave = IdWidth;
endpackage
module DUAL_PORT_RBW #(
    parameter AddressSz = 32,
    parameter data_width = 8,
    parameter Sz = 128
) (
    clk,
    clk_en,
    din,
    qout,
    r_adr,
    w_adr,
    w_en
);
    input clk;
    input clk_en;
    input [data_width-1:0] din;
    output [data_width-1:0] qout;
    input [AddressSz-1:0] r_adr;
    input [AddressSz-1:0] w_adr;
    input w_en;
    (* ram_style = "block" *)
    reg [data_width-1:0] out;
    reg [data_width-1:0] arr [Sz-1:0];
    always @(posedge clk) begin
        if (clk_en) begin
            out <= arr[r_adr];
            if (w_en) begin
                arr[w_adr] <= din;
            end
        end
    end
    assign qout = out;
endmodule
==> flow/run.sh <==
#!/bin/bash
# OpenROAD 26Q1-2900-gdf79404cd8, Yosys 0.63+post, stock flow scripts
make -C /OpenROAD-flow-scripts/flow DESIGN_CONFIG=/design/flow/config.mk WORK_HOME=/design/flow/orfs finish
==> flow/config.mk <==
export PLATFORM = sky130hd
export DESIGN_NAME = DUAL_PORT_RBW
export DESIGN_NICKNAME = DUAL_PORT_RBW
export VERILOG_FILES = /design/flow/design.v
export SDC_FILE = /design/flow/constraint.sdc
export NUM_CORES = 4
export LEC_CHECK = 1
export CORE_UTILIZATION = 40
==> flow/constraint.sdc <==
current_design DUAL_PORT_RBW

set clk_period 5.2
set clk_io_pct 0.2

create_clock -name clk0 -period $clk_period [get_ports {clk}]

set non_clock_inputs [all_inputs -no_clocks]
set_input_delay [expr $clk_period * $clk_io_pct] -clock clk0 $non_clock_inputs
set_output_delay [expr $clk_period * $clk_io_pct] -clock clk0 [all_outputs]
==> flow_metrics.py <==
# Physical implementation metrics
metrics = {
    "status": {
        "outcome": "finished, final reports clean",
    },
    "route": {
        "viasPerCell": 5.580,
        "routedWlPerCell_um": 27.73,
        "drtIter0Drc": 1142,
        "drcViolationCount": 0,
        "first_pass_iters": 5,
        "vias": 17422,
        "detail-route-antenna-nets": 0,
        "wl_um": 86590,
    },
    "cts": {
        "cts_made_buffers": 104,
        "cts.path.max_buffers": 3,
        "cts_hold_buf": 0,
        "cts-resized-gates": 0,
        "worstSkewPairLatency_ps": 680,
        "cts.sinks": 1032,
        "cts_tree": "yes",
        "path_clk_slew_ps": 60,
        "root_buffer": "clkbuf_16",
        "htree_num_levels": 3,
        "cts_setup_buffers": 0,
    },
    "global_route": {
        "antenna_found_initial": 7,
        "grt_pass1_vias": 19404,
        "grt_max_degree": 76,
        "grt_pass1_wl_um": 128400,
        "grt.total_usage_pct": 19.67,
        "grt-ovfl-total": 0,
    },
    "final_timing": {
        "hold_viol_final": 0,
        "tns_ps": 0,
        "setup_viol": 0,
        "maxSlewViolCount": 0,
        "rsz0062_at_grt": "no",
        "worst_pin_slew_ps": 990.0,
        "finClkSkew_ps": 15.71,
        "fin_crit_ps": 3605,
        "maxSlewHeadroom_pct": 33.76,
        "period_used_pct": 69.33,
        "fmax_mhz": 277.4,
    },
    "flow_run": {
        "max-cap-violations": 0,
        "warnings": 76,
    },
    "power": {
        "power_leakage_nw": 13.86,
        "p_int_mw": 14.26,
        "peakVddDrop_uv": 282.7,
        "p_switching_mw": 3.604,
        "power-per-cell-area_nw_per_um2": 392.1,
        "seqPwrFrac_pct": 51.4,
        "comb_power_share_pct": 4.6,
        "power.total_mw": 17.87,
        "p_clk_share_pct": 44.0,
        "switching_share_pct": 20.17,
    },
    "setup_path": {
        "r2r-end": "out[7]",
        "crit_type": "in2reg",
        "end_kind": "register",
        "crit_fanout": 11,
        "crit_required_ps": 5490,
        "rrSetupSlack_ps": 2600,
        "reg2reg_depth": 4,
        "critPathLaunch": "clk_en",
        "reg2reg_from": "arr[127][7]",
        "worst_ep_arrival_time_ps": 3900,
        "endpoint": "arr[4][7]",
        "cp-start-kind": "primary input",
    },
    "logic_synthesis": {
        "yosys_cells": 1633,
        "yosys.area_share.aoi_pct": 0,
        "ys_sh_xor_pct": 0,
        "ys_area_sq_um": 39770,
        "ys_seq_share_pct": 77.93,
        "ys_sh_simple_pct": 1.778,
        "syn_area_sq_um": 39770,
        "top_area_cell": "edfxtp_1",
        "synthArstFlopShare_pct": 0,
        "synth.avg_cell_area_sq_um": 24.35,
        "netlist_instances": 1633,
        "synth_adder_area_share_pct": 0,
        "synth-edff-count": 1032,
        "synth.top_cell.area_share_pct": 77.93,
        "yosysWarnings": 1,
        "yosys.cell_types.count": 20,
        "ys.flops": 1032,
        "mux_area_share_pct": 19.26,
        "topCellsByArea": "edfxtp_1 78%, mux4_2 19%, nor2_1 1.2%",
        "most_common_cell": "edfxtp_1",
        "logic_family": "multiplexers",
        "yosys-top-cells-count": "1032 x edfxtp_1, 336 x mux4_2, 131 x nor2_1",
        "ff_type": "edfxtp_1",
    },
    "finish": {
        "post-route-util_pct": 46.29,
        "drive_gt1_share_pct": 32.15,
        "area_growth_pct": 14.57,
    },
    "die": {
        "die_h_um": 317.3,
        "num_io_pins": 83,
        "core_area_sq_um": 98420,
        "die_area_sq_um": 100700,
        "fp_util_pct": 40.41,
        "rows": 115,
        "dieWidth_um": 317.3,
    },
    "min_path": {
        "hp-class": "in2reg",
    },
    "place": {
        "hpwl_um": 52130,
        "numPortBuffers": 32,
        "routabilityCongestion": 0.8218,
    },
}
==> power groups by stage <==
stage                 Sequential (mW)  Clock, mW  Combinational [mW]
final                            9.19       7.85               0.825
after CTS                        9.19       8.00               0.847
after global routing             9.18       8.33               0.889
==> layout make-up <==
| cell class | instances | area, sq um |
|---|---|---|
| fillers | 7864 | 52860 |
| flip-flops and latches | 1032 | 30990 |
| multi-input cells | 512 | 8364 |
| clock buffers | 113 | 2636 |
| well taps | 1287 | 1610 |
| clock inverters | 77 | 1021 |
| repair buffers | 97 | 928.4 |
| diodes | 3 | 7.507 |
| inverters | 1 | 3.754 |
==> layer usage <==
metal  vias up  part of all wire [%]  track usage, %  wire (um)
li1       7281                     -               -          -
met1      8985                    34           25.25      29280
met2      1001                    49           29.53      42160
met3       141                    15           12.95      12660
met4        14                   2.4           3.795       2090
met5         -                  0.47           2.604        404
==> cell families (layout without fill, tap and decap cells) <==
group                  count (synthesis)  count (layout)
flip-flops                          1032            1032
multiplexers                         344             344
AND/OR/NAND/NOR                      168             168
buffers and inverters                 89             288
other                                  0               3
==> critical path, cell delays in order <==
cell	delay, ps
clkdlybuf4s50_1	700
and2_1	510
nand2b_1	490
buf_4	370
nor2_1	770
==> metrics by stage <==
stage / hold slack (ps) / area (sq um) / cells / setup WS, ps
6_report: 849.5 / 45560 / 3122 / 1595
3_5_place_dp: 1209 / 41900 / 2929 / 948.4
4_1_cts: 823.4 / 45550 / 3119 / 1671
3_3_place_gp: 1200 / 41900 / 2929 / 979.1
2_1_floorplan: 1139 / 39770 / 1633 / 1488
5_1_grt: 869.5 / 45560 / 3122 / 1433
==> cell usage in the layout, fill, tap and decap left out <==
master	Yosys	final
buf_4	13	63
clkinv_1	0	15
clkbuf_16	0	104
bufinv_16	0	21
clkinv_4	0	2
buf_12	0	11
nand2_1	9	9
nand2b_1	1	1
nor2_1	131	131
clkdlybuf4s50_1	0	20
inv_1	1	1
nand3b_1	4	4
nand4b_1	3	3
clkinv_2	0	23
edfxtp_1	1032	1032
inv_6	0	2
and2_1	1	1
diode_2	0	3
nand3_1	9	9
mux2_2	8	8
nand4_1	3	3
inv_16	0	2
nor2b_1	4	4
clkinv_16	0	2
or3_1	1	1
buf_8	0	2
clkinv_8	0	1
or3b_2	2	2
mux4_2	336	336
clkinvlp_4	0	9
buf_2	12	1
clkbuf_1	45	9
==> worst min path at each step <==
stage | start | to | slack (ps) | cells after the start
finish | din[3] | arr[49][3] | 850 | 1
global route | din[3] | arr[49][3] | 870 | 1
CTS | din[3] | arr[32][3] | 820 | 1
==> state kept, by name, indices dropped and copies added, names as in the netlist <==
name,flops
arr,1024
out,8
Power is estimated from default activity; no workload was simulated.
